$ cat config.mk
export PLATFORM = sky130hd
export DESIGN_NAME = traffic_light
export DESIGN_NICKNAME = traffic_light
export VERILOG_FILES = /design/flow/design.v
export SDC_FILE = /design/flow/constraint.sdc
export NUM_CORES = 4
export LEC_CHECK = 1
export CORE_AREA = 10 10 88 88
export DIE_AREA = 0 0 98 98
$ cat constraint.sdc
current_design traffic_light

set clk_period 3.9
set clk_io_pct 0.2

create_clock -name clk0 -period $clk_period [get_ports {clk}]

set non_clock_inputs [all_inputs -no_clocks]
set_input_delay [expr $clk_period * $clk_io_pct] -clock clk0 $non_clock_inputs
set_output_delay [expr $clk_period * $clk_io_pct] -clock clk0 [all_outputs]
$ cat design.v
module traffic_light (
    input  clk,
    input  rst,
    input  pass,
    output R,
    output G,
    output Y
);
localparam Green_0 =3'd0;
localparam None_0 =3'd1;
localparam Green_1 =3'd2;
localparam None_1 =3'd3;
localparam Green_2 =3'd4;
localparam Yellow_0 =3'd5;
localparam Red_0 =3'd6;
reg [2:0]cur_state;
reg [10:0]clk_cycles;
reg tempG;
reg tempY;
reg tempR;
assign G=tempG;
assign Y=tempY;
assign R=tempR;
always @ ( * )begin  
    case (cur_state)
        Green_0 :begin
            tempG=1'b1; tempY=1'b0; tempR=1'b0;      
        end
        None_0 :begin
            tempG=1'b0; tempY=1'b0; tempR=1'b0;
        end
        Green_1 :begin
            tempG=1'b1; tempY=1'b0; tempR=1'b0;
        end
        None_1 :begin
            tempG=1'b0; tempY=1'b0; tempR=1'b0; 
        end
        Green_2 :begin
            tempG=1'b1; tempY=1'b0; tempR=1'b0;
        end
        Yellow_0:begin
            tempG=1'b0; tempY=1'b1; tempR=1'b0;
        end
        Red_0:begin
            tempG=1'b0; tempY=1'b0; tempR=1'b1; 
        end
        default: begin
            tempG=1'b1; tempY=1'b1; tempR=1'b1;
        end
    endcase
end
always @ ( posedge clk, posedge rst)begin
    if(rst)begin
        cur_state<=Green_0;
        clk_cycles<=0;
    end
    else begin
        if(pass==1 && cur_state!=Green_0)begin
        cur_state<=Green_0;
        clk_cycles<=0;
        end
        else begin
            case(cur_state)
            Green_0:begin
                if(clk_cycles==11'd1023)begin
                    clk_cycles<=0;
                    cur_state<=None_0;
                end
                else begin
                    clk_cycles<=clk_cycles+11'b1;
                end
            end
            None_0:begin
                if(clk_cycles==11'd127)begin
                    clk_cycles<=0;
                    cur_state<=Green_1;
                end
                else begin
                    clk_cycles<=clk_cycles+11'b1;
                end
            end
            Green_1:begin
                if(clk_cycles==11'd127)begin
                    clk_cycles<=0;
                    cur_state<=None_1;
                end
                else begin
                    clk_cycles<=clk_cycles+11'b1;
                end 
            end
            None_1:begin
                if(clk_cycles==11'd127)begin
                    clk_cycles<=0;
                    cur_state<=Green_2;
                end
                else begin
                    clk_cycles<=clk_cycles+11'b1;
                end
            end
            Green_2:begin
                if(clk_cycles==11'd127)begin
                    clk_cycles<=0;
                    cur_state<=Yellow_0;
                end
                else begin
                    clk_cycles<=clk_cycles+11'b1;
                end 
            end
            Yellow_0:begin
                if(clk_cycles==11'd511)begin
                    clk_cycles<=0;
                    cur_state<=Red_0;
                end
                else begin
                    clk_cycles<=clk_cycles+11'b1;
                end 
            end
            Red_0:begin
                if(clk_cycles==11'd1023)begin
                    clk_cycles<=0;
                    cur_state<=Green_0;
                end
                else begin
                    clk_cycles<=clk_cycles+11'b1;
                end
            end
            default:begin
                cur_state<=cur_state;
                clk_cycles<=clk_cycles;
            end
        endcase
        end
    end
end
endmodule
$ cat run.sh
#!/bin/bash
# OpenROAD 26Q1-2900-gdf79404cd8, Yosys 0.63+post, stock flow scripts
make -C /OpenROAD-flow-scripts/flow DESIGN_CONFIG=/design/flow/config.mk WORK_HOME=/design/flow/orfs finish
==> CHANGELOG.md <==
## Implementation

- 1st-iter DRT viols: 44
- Port Buffers: 5
- Slew margin rel.: 0.617
- Path type of the worst setup path: primary input to flop
- Largest net degree at the start of global routing: 16
- Clock share of power: 0.336
- Int Power: 306 uW
- CORE AREA: 5920 sq um
- Worst setup SP type: primary input
- RSZ-0062 raised after global routing: false
- Dominant logic cell types in the final layout: dfrtp_1, nand2_1, o21ai_0, nand3_1, a21oi_1
- Leakage: 0.000471 uW
- Post-CTS Setup Inserts: 0
- I/O pin total: 6
- Average wire per standard cell: 11.1 um
- Total number of clock tree sinks: 14
- Synth Seq Share: 0.341
- Post-DP HPWL: 1.50 mm
- Post-synth EDFFs: 0
- Synth Register Bits: 14
- XORs/XNORs by Area: 0.0244
- Fraction of layout cells with a size suffix above 1: 0.0976
- Tmin final: 2520 ps
- Syn Inst Count: 123
- Yosys adder share: 0.0122
- Top non-seq family: simple AND/OR/NAND/NOR gates
- Clock Skews: 2.51 ps
- R2r endpoint: clk_cycles[10]$_DFFE_PP0P_
- Fin util: 0.199
- Pwr Total: 437 uW
- Share of power burned in registers: 0.502
- Fp util: 0.173
- Hold violation total from the final report: 0
- Dpl ws: 1160 ps
- Vias per std cell: 4.41
- First-pass GRT wire length: 3.96 mm
- Worst setup margin: 1380 ps
- Post-synthesis simple-gate area fraction: 0.316
- Placed Instance Area: 1130 sq um
- Ant. Diodes: 0
- Worst setup EP type: flop
- CP max FO: 11
- Yosys warning total: 1
- Comb pwr share: 0.162
- Distinct cells, synth: 43
- Total wire length: 2.19 mm
- Grt ovf: 0
- Dominant logic cell type in the layout: dfrtp_1
- Yosys Instances: 123
- Cell area after layout: 1180 sq um
- Worst reg2reg startpoint: clk_cycles[0]$_DFFE_PP0P_
- Vias after detailed routing: 874
- Mapped Avg Cell Area: 8.34 sq um
- Worst Setup EP: clk_cycles[10]$_DFFE_PP0P_
- R2r setup slk: 1640 ps
- Max-cap violations: 0
- Antenna Violating Nets Remaining: 0
- Area reported by Yosys stat: 1030 sq um
- Switch Pwr: 131 uW
- DRT Pass-1 Iters: 4
- Clock slew at reported path FFs: 60 ps
- Vias in the first global route: 855
- P&R area growth vs syn: 15.1%
- Endpoints failing setup: 0
- Die area: 9600 sq um
- Late-Pin Clk Latency: 250 ps
- Worst VDD drop: 0.000118 V
- Mux frac, synth: 0.0195
- Gpl congestion: 0.872
- CTS Buffer Depth: 2
- Post-CTS resize count: 0
- Compound-cell area share of the yosys netlist: 0.229
- Max Fclk: 0.396 GHz
- Die width: 98 um
- Die height: 98 um
- Status: completed
- CTS tree: built
- Tool warnings: 25
- Total global-route track usage: 0.0463
- Residual DRC: 0
- Slew @ Worst Pin: 574 ps
- Pwr Density: 370 nW/um^2
- Final Max Tran Viols: 0
- Worst EP arrival: 2660 ps
- Async SR Flop Fraction: 1.00
- Worst reg2reg path depth: 6
- Setup Total Neg Slack: 0 ps
- Fin crit share: 0.647
- Rows: 28
- Worst path required time: 4030 ps
- H-tree levels: 1
- Hold_buf cts: 0
- Min-delay worst type: flop to flop
- Syn Std Cell Area: 1030 sq um
- CTS buffer count: 3
- Ys flop type: dfrtp_1
- Sw Share: 0.299
- Crit. Startpoint: pass
- Initial antenna violation count: 0
- Root buf cell: clkbuf_8
[synth_stat cells, types with 2 or more instances]
cell type	number	area [sq um]
dfrtp_1	14	350
nand2_1	13	48.8
o21ai_0	8	40.0
a21oi_1	6	30.0
clkbuf_1	6	22.5
nand3_1	6	30.0
a21o_1	5	37.5
and3_1	5	31.3
and2_1	4	25.0
inv_1	4	15.0
nor3_1	4	20.0
nand4_1	3	18.8
nor2_1	3	11.3
nor2b_1	3	18.8
o2bb2ai_1	3	26.3
or3_1	3	18.8
and4_1	2	17.5
buf_2	2	10.0
mux2i_1	2	20.0
nand2b_1	2	12.5
o21ai_1	2	10.0
or2_2	2	12.5
[registers in the layout, summed over array words and instances (netlist names)]
name and cells:
clk_cycles 11, cur_state 3
[final cells by class]
cell class / instances / area [sq um]
Fill cell: 649 / 4740
Multi-Input combinational cell: 96 / 617
Sequential cell: 14 / 350
Tap cell: 75 / 93.8
Clock buffer: 4 / 55.1
Timing Repair Buffer: 5 / 50.0
Inverter: 4 / 15.0
[critical path, stage by stage]
cell and delay, ps:
clkdlybuf4s50_1 690, nor2b_1 140, and2_1 190, o32ai_2 490, nand2b_2 280, o31ai_1 90
[worst min path at each step]
stage,startpoint,endpoint,slack [ps],cells past startpoint
4_1_cts,clk_cycles[10]$_DFFE_PP0P_,clk_cycles[10]$_DFFE_PP0P_,520,1
5_1_grt,clk_cycles[10]$_DFFE_PP0P_,clk_cycles[10]$_DFFE_PP0P_,540,1
6_report,clk_cycles[10]$_DFFE_PP0P_,clk_cycles[10]$_DFFE_PP0P_,510,1
[metrics by stage]
stage               hold WS (ps)  instances
floorplan                    457        123
global placement             496        194
detailed placement           498        194
CTS                          518        198
global route                 536        198
finish                       512        198
[routing by layer]
metal / GRT usage / routed length, um / vias to the layer above
li1: - / - / 451
met1: 0.0648 / 1140 / 409
met2: 0.0685 / 890 / 12
met3: 0.0185 / 150 / 2
met4: 0.00336 / 8 / 0
met5: 0 / 0 / -
[power by group through the flow]
stage	sequential, uW	clock (uW)	combinational [uW]
CTS	219	150	72.2
global route	226	155	82.8
finish	219	147	70.8
[kinds of logic after synthesis]
kind of cell,after synthesis
fa+ha+maj,1
mux,2
xor+xnor,2
buf+inv,13
flops,14
simple gates,57
compound gates,34
Power and IR drop assume default switching activity.
